==> ./design.v <==
module ALU(
    clk,
    rst_n,
    valid,
    ready,
    mode,
    in_A,
    in_B,
    out
);
    input         clk, rst_n;
    input         valid;
    input  [1:0]  mode;  
    output        ready;
    input  [31:0] in_A, in_B;
    output [63:0] out;
    parameter IDLE = 3'd0;
    parameter MUL  = 3'd1;
    parameter DIV  = 3'd2;
    parameter SHIFT = 3'd3;
    parameter AVG = 3'd4;
    parameter OUT  = 3'd5;
    reg  [ 2:0] state, state_nxt;
    reg  [ 4:0] counter, counter_nxt;
    reg  [63:0] shreg, shreg_nxt;
    reg  [31:0] alu_in, alu_in_nxt;
    reg  [32:0] alu_out;
    wire [63:0] out;
    assign out = shreg;
    assign ready = (state == OUT) ? 1 : 0;
    always @(*) begin
        case(state)
            IDLE: begin
                if      (valid == 0)              state_nxt = IDLE;
                else if (valid == 1 && mode == 0) state_nxt = MUL;
                else if (valid == 1 && mode == 1) state_nxt = DIV;
                else if (valid == 1 && mode == 2) state_nxt = SHIFT;
                else                              state_nxt = AVG;    
            end
            MUL :
                if (counter == 31) state_nxt = OUT;
                else               state_nxt = MUL;
            DIV :
                if (counter == 31) state_nxt = OUT;
                else               state_nxt = DIV;
            SHIFT :
                state_nxt = OUT;
            AVG : 
                state_nxt = OUT;
            OUT : 
                state_nxt = IDLE;
            default :
                state_nxt = IDLE;
        endcase
    end
    always @(*) begin
        if (state == MUL || state == DIV) counter_nxt = counter + 1'b1;
        else                              counter_nxt = 0; 
        end
    always @(*) begin
        case(state)
            IDLE: begin
                if (valid) alu_in_nxt = in_B;
                else       alu_in_nxt = 0;
            end
            OUT : alu_in_nxt = 0;
            default: alu_in_nxt = alu_in;
        endcase
    end
    wire [32:0] MUL_tmp;
    assign MUL_tmp = (shreg[0] == 1) ? (shreg[63:32] + alu_in) : shreg[63:32];
    always @(*) begin
        if      (state == MUL)   alu_out = MUL_tmp;
        else if (state == DIV)   alu_out = shreg[62:31] - alu_in;
        else                     alu_out = alu_in;
    end
    wire [32:0] AVG_tmp;
    wire [63:0] DIV_tmp;
    assign AVG_tmp = shreg[31:0] + alu_in;
    assign DIV_tmp = (alu_out[32] == 1) ? (shreg << 1) : {alu_out[31:0],shreg[30:0], 1'b1};
    always @(*) begin
        if      (state == IDLE && valid == 1) shreg_nxt = {32'b0, in_A};
        else if (state == MUL)                shreg_nxt = {alu_out, shreg[31:1]};
        else if (state == DIV)                shreg_nxt = DIV_tmp;
        else if (state == SHIFT)              shreg_nxt = {32'b0, shreg[31:0] >> alu_in[2:0]};
        else if (state == AVG)                shreg_nxt = {32'b0, AVG_tmp >> 1};
        else                                  shreg_nxt = 64'b0;
    end
    always @(posedge clk or negedge rst_n) begin
        if (!rst_n) begin
            state   <= IDLE;
            counter <= 0;
            alu_in  <= 0; 
            shreg   <= 0;
        end
        else begin
            state   <= state_nxt;
            counter <= counter_nxt;
            alu_in  <= alu_in_nxt;
            shreg   <= shreg_nxt;
        end
    end
endmodule
==> ./run.sh <==
#!/bin/bash
# OpenROAD 26Q1-2900-gdf79404cd8, Yosys 0.63+post, stock flow scripts
make -C /OpenROAD-flow-scripts/flow DESIGN_CONFIG=/design/flow/config.mk WORK_HOME=/design/flow/orfs finish
==> ./config.mk <==
export PLATFORM = sky130hd
export DESIGN_NAME = ALU
export DESIGN_NICKNAME = ALU
export VERILOG_FILES = /design/flow/design.v
export SDC_FILE = /design/flow/constraint.sdc
export NUM_CORES = 4
export LEC_CHECK = 1
export CORE_UTILIZATION = 50
==> ./constraint.sdc <==
current_design ALU

set clk_period 18.0
set clk_io_pct 0.2

create_clock -name clk0 -period $clk_period [get_ports {clk}]

set non_clock_inputs [all_inputs -no_clocks]
set_input_delay [expr $clk_period * $clk_io_pct] -clock clk0 $non_clock_inputs
set_output_delay [expr $clk_period * $clk_io_pct] -clock clk0 [all_outputs]
==> results.yml <==
# synthesis and place-and-route metrics
placed_design:
  place.gp.congestion: 0.953
  dp_hpwl_um: 28300
  port_buffers: 133
  place_ws_ns: 12.39
  placed_cells: 1785
setup_path:
  end_kind: "flip-flop"
  required_ns: 18.21
  path_class: "input port to flip-flop"
  reg2reg_to: "shreg[46]"
  cp_max_fo: 25
  crit_top_cell: "nand2_1"
  rr_startpoint: "shreg[31]"
  worst_r2r_path_depth: 12
  crit_buf_inv: 2
  r2r_slack_ns: 13.69
  worstPathCellList: "clkdlybuf4s50_1 > nand2_1 > buf_4 > nand2_1 > or3_1 > mux2i_1 > a211oi_1"
  cp_top_family: "simple AND/OR/NAND/NOR gates"
  critPathMaxStageDelay_ns: 0.43
  cp_slowest_cell: "clkdlybuf4s50_1"
  crit_arrival_ns: 5.47
  start_kind: "input port"
global_routing:
  grt_pass1_vias: 10914
  grt_max_degree: 56
  antenna_found_initial: 1
  grt_first_pass_wirelength_um: 61500
  grt_overflow: 0
  grt_usage: 0.342
yosys:
  synth-main-ff-cell: "dfrtp_1"
  synth_area_um2: 11500
  numSynthFlops: 107
  syn_inst: 1417
  syn_area_per_cell_um2: 8.11
  ys_area_um2: 11500
  edf_count: 0
  synth-async-reset-ratio: 1.00
  synth_seq_share: 0.233
  yosys_warnings: 1
  yosys_cells: 1417
  synth.distinct_cells: 74
min_path:
  holdPathStages: 1
  hp-class: "flip-flop to flip-flop"
  hp-start: "counter[0]"
  hold_path_end: "counter[0]"
drt:
  viasPerCell: 6.36
  firstDrtPassIters: 5
  route.detailed.drc: 0
  insertedDiodeCount: 0
  wl_um: 38300
  postRouteAntennaNets: 0
  avgRoutedWirePerCell_um: 21.3
  vias: 11457
  drt_iter0_markers: 783
clock_tree:
  cts_root_buffer: "clkbuf_16"
  cts_setup_buffers: 0
  max-clock-path-buffers: 2
  cts.sinks: 107
  htree_levels: 3
  clock.latency.late_pin_ns: 0.36
  cts_buffers: 9
  clk_pin_slew_ns: 0.08
  cts_tree: "done"
  cts_resized: 0
  hold_buffers: 0
final_layout:
  syn2layout_area_growth_pct: 15.9
  fin_cells: 1801
  fill_cells: 2096
  comb_area_um2: 8240
  lay_top_count: "a21oi_1"
  mostFrequentLayoutCells: "142 x a21oi_1, 133 x nand2_1, 132 x clkdlybuf4s50_1, 105 x dfrtp_1, 99 x ha_1"
  layout-drive-gt1-share: 0.0567
  seq_area_um2: 2680
sta:
  worst_clock_skew_ns: 0.00933
  setup_violations: 0
  timing.slew.headroom: 0.399
  period_used_share: 0.292
  setup_slack_ns: 12.74
  rsz0062_at_grt: "false"
  fin_tns_setup_ns: 0
  fmax_mhz: 190
  min_period_ns: 5.26
  worstMarginPinSlew_ns: 0.898
  finalHoldViolCount: 0
  drv_slew: 0
floorplanning:
  core_area_um2: 22600
  chipHeight_um: 154
  die_width_um: 154
  dieArea_um2: 23600
  rows: 55
  fp_util: 0.509
  io_pins: 134
run:
  tool_warnings: 28
  maxCapViolCount: 0
pwr:
  peakVddDrop_mv: 0.0779
  power_leakage_nw: 6.00
  power_density_nw_per_um2: 166
outcome:
  status: "complete, no violations"
[state kept, by name, summed over array words and instances (netlist names)]
register / flops
shreg: 64
alu_in: 32
counter: 5
state: 6
[worst max path at each step]
stage	from	to	slack, ns	depth (start not counted)
finish	valid	shreg[30]	12.74	7
global route	valid	shreg[25]	12.58	8
CTS	valid	shreg[25]	12.75	8
[cell families after synthesis]
| family | after synthesis | share of synthesized area |
|---|---|---|
| and+or+nand+nor | 374 | 0.152 |
| adders and majority gates | 102 | 0.113 |
| buffers and inverters | 138 | 0.0509 |
| xor gates and xnor gates | 73 | 0.0556 |
| muxes | 89 | 0.0873 |
| DFF | 107 | 0.233 |
| AOI/OAI and AO/OA | 534 | 0.309 |
[power breakdown]
part | switching, mW | total, mW | leakage [nW] | internal (mW)
logic | 0.839 | 1.55 | 4.47 | 0.708
clock network | 0.0998 | 0.210 | 0.149 | 0.110
registers | 0.142 | 0.456 | 1.38 | 0.314
[stage by stage]
step	total power, mW	cell area (um^2)	hold WS (ns)	utilization
6_report	2.21	13300	0.463	0.590
5_1_grt	2.41	13300	0.492	0.590
4_1_cts	2.20	13300	0.466	0.590
3_5_place_dp	1.98	13000	0.454	0.577
3_3_place_gp	1.99	13000	0.451	0.577
2_1_floorplan	1.55	11500	0.432	-
[Yosys cell counts, drive strengths merged, types with 18 or more instances]
cell type  instances  area (um^2)
a22o              32          280
clkbuf            54          203
o22ai             31          194
a31oi             18          134
a21o              51          383
a211oi            23          188
a221oi            24          210
mux2i             62          621
o211ai            20          150
o21ai             95          475
nor2              98          368
mux2              20          225
nor3              27          135
inv               64          240
xnor2             47          412
nand3             22          115
a21oi            146          746
o31ai             18          135
dfrtp            106         2650
nand2            133          499
xor2              26          228
ha                99         1240
buf               19          139
[routing by layer]
| metal | global-route usage | vias to the layer above | wire length, um |
|---|---|---|---|
| li1 | - | 5523 | - |
| met1 | 0.513 | 5459 | 17200 |
| met2 | 0.546 | 428 | 18000 |
| met3 | 0.0520 | 45 | 2560 |
| met4 | 0.0486 | 2 | 591 |
| met5 | 0 | - | 11 |
[final cells by class]
class,instances,share of cell area
Clock buffer,14,0.0213
Clock inverter,2,0.00131
Inverter,65,0.0183
Multi-Input combinational cell,1172,0.618
Sequential cell,107,0.201
Tap cell,285,0.0268
Timing Repair Buffer,156,0.113
Power figures rest on the tool's default switching activity, not on a simulated workload.

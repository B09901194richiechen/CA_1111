<file path="/design/flow/config.mk">
export PLATFORM = sky130hd
export DESIGN_NAME = CHIP
export DESIGN_NICKNAME = CHIP
export VERILOG_FILES = /design/flow/design.v
export SDC_FILE = /design/flow/constraint.sdc
export NUM_CORES = 4
export LEC_CHECK = 1
export CORE_UTILIZATION = 50
</file>
<file path="/design/flow/constraint.sdc">
current_design CHIP

set clk_period 21.1
set clk_io_pct 0.2

create_clock -name clk0 -period $clk_period [get_ports {clk}]

set non_clock_inputs [all_inputs -no_clocks]
set_input_delay [expr $clk_period * $clk_io_pct] -clock clk0 $non_clock_inputs
set_output_delay [expr $clk_period * $clk_io_pct] -clock clk0 [all_outputs]
</file>
<file path="/design/flow/design.v">
module CHIP(clk,
            rst_n,
            mem_wen_D,
            mem_addr_D,
            mem_wdata_D,
            mem_rdata_D,
            mem_addr_I,
            mem_rdata_I
    );
    input         clk, rst_n ;
    output        mem_wen_D  ;   
    output [31:0] mem_addr_D ;   
    output [31:0] mem_wdata_D;   
    input  [31:0] mem_rdata_D;   
    output [31:0] mem_addr_I ;
    input  [31:0] mem_rdata_I;
    reg    [31:0] PC          ;               
    wire   [31:0] PC_nxt      ;               
    wire          regWrite    ;               
    wire   [ 4:0] rs1, rs2, rd;               
    wire   [31:0] rs1_data    ;               
    wire   [31:0] rs2_data    ;               
    wire   [31:0] rd_data     ;               
    wire [31:0] imme, imme_shifted;
    wire [ 6:0] opcode;
    wire [ 9:0] control;
    wire [ 1:0] ALUOp;
    wire [31:0] ALU_rs1, ALU_rs2;
    wire ALUSrc, MemtoReg, RegWrite, Branch, AUIPC;
    wire [ 3:0] ALU_ctrl;
    wire [31:0] ALU_result_single, ALU_result_multi, ALU_result;
    wire branch_ctrl;
    wire ready;
    wire multi;        
    wire Jal, Jalr;
    reg_file reg0(                            
        .clk(clk),                            
        .rst_n(rst_n),                        
        .wen(regWrite),                       
        .a1(rs1),                             
        .a2(rs2),                             
        .aw(rd),                              
        .d(rd_data),                          
        .q1(rs1_data),                        
        .q2(rs2_data));                       
    InstructionDecoder U0 (.instruction(mem_rdata_I), .opcode(opcode), .R1(rs1), .R2(rs2), .RD(rd));
    Control            U1 (.opcode(opcode), .control(control));
    ImmediateGenerator U2 (.In(mem_rdata_I), .Out(imme));
    ALUControl         U3 (.ALUOp(ALUOp), .funct7({mem_rdata_I[30], mem_rdata_I[25]}), .funct3(mem_rdata_I[14:12]), .Control(ALU_ctrl));
    ALU_Single_Cycle   U4 (.a(ALU_rs1), .b(ALU_rs2), .ALU_ctrl(ALU_ctrl), .ALU_result(ALU_result_single), .branch_ctrl(branch_ctrl));   
    ALU_Multi_Cycle    U5 (.clk(clk), .rst_n(rst_n), .valid(multi), .ready(ready), .mode(2'b0), .in_A(rs1_data), .in_B(rs2_data), .out(ALU_result_multi));  
    assign mem_addr_I = PC;
    assign ALUSrc = control[9];
    assign MemtoReg = control[8];
    assign regWrite = (ready || control[7]);
    assign mem_wen_D = control[6];
    assign Branch = control[5];
    assign Jal = control[4];
    assign Jalr = control[3];
    assign AUIPC = control[2];
    assign ALUOp[1] = control[1];
    assign ALUOp[0] = control[0];
    assign ALU_rs1 = (Jal || Jalr || AUIPC) ? PC : rs1_data;
    assign ALU_rs2 = ALUSrc ? imme : ((Jal || Jalr) ? 32'd4 : rs2_data);
    assign multi = ((ALU_ctrl == 4'b0111) && (!ready));
    assign ALU_result = (ready)? ALU_result_multi : ALU_result_single;
    assign rd_data = MemtoReg ? mem_rdata_D : ALU_result;
    assign PC_nxt = (branch_ctrl || Jal) ? (PC + imme_shifted) : (Jalr ? (rs1_data + imme) : (multi ? PC : PC + 32'd4));
    assign imme_shifted = imme << 1;
    assign mem_addr_D = ALU_result;
    assign mem_wdata_D = rs2_data;
    always @(posedge clk or negedge rst_n) begin
        if (!rst_n) begin
            PC <= 32'h00400000;  
        end
        else begin
            PC <= PC_nxt; 
        end
    end
endmodule
module InstructionDecoder(
 input  [31:0] instruction,
 output [6:0]  opcode,
 output [4:0]  R1,
 output [4:0]  R2,
 output [4:0]  RD
);
 assign opcode = instruction[6:0];
 assign R1     = instruction[19:15];
 assign R2     = instruction[24:20];
 assign RD     = instruction[11:7];
endmodule
module Control(
    input [6:0] opcode,
    output reg [9:0] control
);
    always @(*) begin
        case(opcode)
        7'b0110011 : control = 10'b0010000010;  
        7'b0010111 : control = 10'b1010000100;  
        7'b0100011 : control = 10'b1001000000;  
        7'b0000011 : control = 10'b1110000000;  
        7'b1100011 : control = 10'b0000100001;  
        7'b1100111 : control = 10'b0000001000;  
        7'b1101111 : control = 10'b0010010000;  
        7'b0010011 : control = 10'b1010000011;  
        default :    control = 10'b0000000000;
        endcase
    end
endmodule
module ImmediateGenerator(
    input [31:0] In,
    output reg [31:0] Out);
    always @(*) begin
        case(In[6:0]) 
            7'b0010111 : Out = {In[31:12], 12'b0};   
            7'b1101111 : Out = {{12{In[31]}} ,In[31], In[19:12], In[20], In[30:21]};  
            7'b1100111 : Out = {{20{In[31]}},In[31:20]}; 
            7'b1100011 : Out = {{20{In[31]}},In[31], In[7], In[30:25], In[11:8]};  
            7'b0000011 : Out = {{20{In[31]}},In[31:20]}; 
            7'b0100011 : Out = {{20{In[31]}},In[31:25],In[11:7]}; 
            7'b0010011 : 
                begin
                case (In[12])
                    1'b0 : Out = {{20{In[31]}},In[31:20]};
                    1'b1 : Out = {27'b0, In[24:20]};
                    default : Out = 32'b0;
                endcase                  
                end
            default : Out = {32'b0};
        endcase
    end
endmodule
module ALUControl(
    input [1:0] ALUOp,
    input [1:0]funct7,
    input [2:0] funct3, 
    output reg [3:0] Control
    );
    always @(*) begin
        case (ALUOp)
            2'b00 : Control = 4'b0000;  
            2'b01 : begin
                case(funct3)
                    3'b000 : Control = 4'b0010; 
                    3'b101 : Control = 4'b0011; 
                    default : Control = 4'bxxxx;
                endcase
            end
            2'b10 : begin 
                case({funct7,funct3})
                    5'b00000 : Control = 4'b0000; 
                    5'b10000 : Control = 4'b0010; 
                    5'b00100 : Control = 4'b0100; 
                    5'b01000 : Control = 4'b0111; 
                    5'b01100 : Control = 4'b1000; 
                    default : Control = 4'bxxxx;
                endcase
            end
            2'b11 : begin
                case(funct3)
                    3'b000 : Control = 4'b0000; 
                    3'b010 : Control = 4'b0001; 
                    3'b001 : Control = 4'b0110; 
                    3'b101 : Control = 4'b0101; 
                    default : Control = 4'bxxxx;
                endcase
            end
            default: Control = 4'bxxxx;
        endcase
    end
endmodule
module ALU_Single_Cycle(a, b, ALU_ctrl, ALU_result, branch_ctrl);
    input  [31:0] a, b;
    input  [ 3:0] ALU_ctrl;
    output reg [31:0] ALU_result;
    output branch_ctrl;
    parameter add  = 4'b0000;
    parameter slti = 4'b0001;
    parameter sub1 = 4'b0010;
    parameter sub2 = 4'b0011;
    parameter xor1 = 4'b0100;
    parameter srai = 4'b0101;
    parameter slli = 4'b0110;
    parameter mul  = 4'b0111;
    parameter auipc = 4'b1000;
    always @(*) begin
        case (ALU_ctrl)
            add:  ALU_result = a + b;
            sub1: ALU_result = a - b;
            xor1: ALU_result = a ^ b;
            srai: ALU_result = a >>> b;
            slli: ALU_result = a << b;
            slti: ALU_result = (a < b) ? 32'b1 : 32'b0;              
            sub2: ALU_result = a - b;
            auipc: ALU_result = b + a;
            default: ALU_result = 32'b0;
        endcase
    end
    assign branch_ctrl = ((ALU_ctrl == sub1 && a == b) || (ALU_ctrl == sub2 && a >= b));
endmodule
module ALU_Multi_Cycle(clk, rst_n, valid, ready, mode, in_A, in_B, out);
    input         clk, rst_n;
    input         valid;
    input  [1:0]  mode;  
    output        ready;
    input  [31:0] in_A, in_B;
    output [63:0] out;
    parameter IDLE = 3'd0;
    parameter MUL  = 3'd1;
    parameter DIV  = 3'd2;
    parameter SHIFT = 3'd3;
    parameter AVG = 3'd4;
    parameter OUT  = 3'd5;
    reg  [ 2:0] state, state_nxt;
    reg  [ 4:0] counter, counter_nxt;
    reg  [63:0] shreg, shreg_nxt;
    reg  [31:0] alu_in, alu_in_nxt;
    reg  [32:0] alu_out;
    wire [63:0] out;
    assign out = shreg;
    assign ready = (state == OUT) ? 1 : 0;
    always @(*) begin
        case(state)
            IDLE: begin
                if      (valid == 0)              state_nxt = IDLE;
                else if (valid == 1 && mode == 0) state_nxt = MUL;
                else if (valid == 1 && mode == 1) state_nxt = DIV;
                else if (valid == 1 && mode == 2) state_nxt = SHIFT;
                else                              state_nxt = AVG;    
            end
            MUL :
                if (counter == 31) state_nxt = OUT;
                else               state_nxt = MUL;
            DIV :
                if (counter == 31) state_nxt = OUT;
                else               state_nxt = DIV;
            SHIFT :
                state_nxt = OUT;
            AVG : 
                state_nxt = OUT;
            OUT : 
                state_nxt = IDLE;
            default :
                state_nxt = IDLE;
        endcase
    end
    always @(*) begin
        if (state == MUL || state == DIV) counter_nxt = counter + 1'b1;
        else                              counter_nxt = 0; 
        end
    always @(*) begin
        case(state)
            IDLE: begin
                if (valid) alu_in_nxt = in_B;
                else       alu_in_nxt = 0;
            end
            OUT : alu_in_nxt = 0;
            default: alu_in_nxt = alu_in;
        endcase
    end
    wire [32:0] MUL_tmp;
    assign MUL_tmp = (shreg[0] == 1) ? (shreg[63:32] + alu_in) : shreg[63:32];
    always @(*) begin
        if      (state == MUL)   alu_out = MUL_tmp;
        else if (state == DIV)   alu_out = shreg[62:31] - alu_in;
        else                     alu_out = alu_in;
    end
    wire [32:0] AVG_tmp;
    wire [63:0] DIV_tmp;
    assign AVG_tmp = shreg[31:0] + alu_in;
    assign DIV_tmp = (alu_out[32] == 1) ? (shreg << 1) : {alu_out[31:0],shreg[30:0], 1'b1};
    always @(*) begin
        if      (state == IDLE && valid == 1) shreg_nxt = {32'b0, in_A};
        else if (state == MUL)                shreg_nxt = {alu_out, shreg[31:1]};
        else if (state == DIV)                shreg_nxt = DIV_tmp;
        else if (state == SHIFT)              shreg_nxt = {32'b0, shreg[31:0] >> alu_in[2:0]};
        else if (state == AVG)                shreg_nxt = {32'b0, AVG_tmp >> 1};
        else                                  shreg_nxt = 64'b0;
    end
    always @(posedge clk or negedge rst_n) begin
        if (!rst_n) begin
            state   <= IDLE;
            counter <= 0;
            alu_in  <= 0; 
            shreg   <= 0;
        end
        else begin
            state   <= state_nxt;
            counter <= counter_nxt;
            alu_in  <= alu_in_nxt;
            shreg   <= shreg_nxt;
        end
    end
endmodule
module reg_file(clk, rst_n, wen, a1, a2, aw, d, q1, q2);
    parameter BITS = 32;
    parameter word_depth = 32;
    parameter addr_width = 5;  
    input clk, rst_n, wen;  
    input [BITS-1:0] d;
    input [addr_width-1:0] a1, a2, aw;
    output [BITS-1:0] q1, q2;
    reg [BITS-1:0] mem [0:word_depth-1];
    reg [BITS-1:0] mem_nxt [0:word_depth-1];
    integer i;
    assign q1 = mem[a1];
    assign q2 = mem[a2];
    always @(*) begin
        for (i=0; i<word_depth; i=i+1)
            mem_nxt[i] = (wen && (aw == i)) ? d : mem[i];
    end
    always @(posedge clk or negedge rst_n) begin
        if (!rst_n) begin
            mem[0] <= 0;  
            for (i=1; i<word_depth; i=i+1) begin
                case(i)
                    32'd2: mem[i] <= 32'h7fffeffc;  
                    32'd3: mem[i] <= 32'h10008000;  
                    default: mem[i] <= 32'h0;
                endcase
            end
        end
        else begin
            mem[0] <= 0;
            for (i=1; i<word_depth; i=i+1)
                mem[i] <= mem_nxt[i];
        end
    end
endmodule
</file>
<file path="/design/flow/run.sh">
#!/bin/bash
# OpenROAD 26Q1-2900-gdf79404cd8, Yosys 0.63+post, stock flow scripts
make -C /OpenROAD-flow-scripts/flow DESIGN_CONFIG=/design/flow/config.mk WORK_HOME=/design/flow/orfs finish
</file>
==> flow_summary_export.csv <==
group,metric,value,unit
power,netSwitchingFraction,30.4,%
die,core-area,146000,um2
route,highest_layer,"met5",
global_routing,grt_max_degree,88,
global_routing,grt_pass1_wl,605000,um
critical_path,r2r-end,"reg0.mem[7][28]",
critical_path,startpoint_type,"primary input",
critical_path,cp_data_required_time,16.88,ns
final_layout,design_area,82000,um2
yosys,synth-edff-count,0,
cts,ctsResizeCount,0,
power,max-vdd-ir-drop,0.000100,V
power,total_power,5.37,mW
final_layout,lay_top_count,"dfrtp_1",
yosys,ys_types,113,
sta,rsz0062_at_grt,"false",
critical_path,path_max_fanout,32,
critical_path,crit_type,"in2out",
cts,cts_made_buffers,118,
sta,fin_skew,0.0909,ns
yosys,ys_seq_share,38.6,%
critical_path,reg2reg_depth,25,
yosys,yosysWarnings,10,
hold_path,hold_class,"reg2reg",
power,power_density,65.5,nW/um2
yosys,ys_cells,8667,
cts,path_clk_slew,0.06,ns
yosys,ff_type,"dfrtp_1",
route,viasPerCell,7.65,
global_routing,antenna_found_initial,46,
place,gp_congestion,1.17,
sta,final-setup-viol-count,0,
cts,cts_tree,"yes",
sta,fmax,55.5,MHz
die,fp.dieW,385,um
cts,clk_path_buf_depth,3,
critical_path,max_stage_delay,0.70,ns
cts,clock_sinks,1129,
yosys,yosysChipArea,73400,um2
cts,htree_num_levels,3,
global_routing,grt.overflow.total,0,
critical_path,r2r-start,"reg0.mem[12][0]",
route,wl_met3,78100,um
route,m1WireLength,142000,um
hold_path,worstHoldStart,"U5.counter[0]",
route,postRouteAntennaNets,0,
route,wl_per_cell,41.6,um
power,power_frac_comb,13.9,%
yosys,avgSynthCellArea,8.47,um2
flow_run,cap_violations,0,
global_routing,grt_pass1_vias,76400,
sta,tns,0,ns
place,postPlaceCellArea,77700,um2
global_routing,track_usage,61.4,%
flow_run,warning_count,57,
route,drt-total-wl,441000,um
critical_path,cp.arrival,13.81,ns
critical_path,critical_path.slowest_cell,"nor2b_4",
place,port_buffers,162,
yosys,ys_async_sr_fraction,100,%
route,drtIter0Drc,12100,
route,route.met2.wl,169000,um
sta,maxSlewViolCount,0,
yosys,ys_seq_elements,1129,
die,ioPinCount,163,
final_layout,layout-drive-gt1-share,11.7,%
sta,slew_headroom,15.2,%
place,dp_hpwl,300000,um
critical_path,reg2reg_slack,13.10,ns
die,dieArea,148000,um2
power,switchingPower,1.63,mW
cts,root_buffer,"clkbuf_16",
power,intPower,3.74,mW
cts,holdBufCountCts,0,
sta,post-route-min-period,18.03,ns
die,fp_util,50.4,%
sta,fin_crit_sh,85.5,%
cts,clkLatencyLatePin,0.82,ns
final_layout,lay_top_cells,"dfrtp_1, nand2_1, o21ai_0, and3_1, nor2_1",
final_layout,area_delta_synth_final,11.8,%
hold_path,hold_path_depth,1,
critical_path,endpoint_kind,"primary output",
sta,finalHoldViolCount,0,
yosys,synth_area,73400,um2
route,drtPass1Iterations,13,
power,clock_power_share,42.5,%
sta,whs,0.469,ns
die,rows,140,
outcome,outcome,"complete, no violations",
hold_path,hold_path_end,"U5.counter[0]",
route,drc_errors,0,
route,vias,81100,
die,die_h,385,um
sta,worstMarginPinSlew,1.26,ns
cts,post_cts_buffers,0,
power,leakage,38.3,nW
critical_path,cp_common_cell,"buf_4",
power,seqPwrFrac,43.5,%
yosys,syn-instance-count,8667,
==> cell usage after synthesis (34+ instances only) <==
cell type | number | share of area [%]
nor4_1 | 38 | 0.32
ha_1 | 191 | 3.3
or3_1 | 35 | 0.30
o21ai_0 | 798 | 5.4
nand4_1 | 111 | 0.95
o211ai_1 | 90 | 0.92
a21o_1 | 89 | 0.91
nor3_1 | 79 | 0.54
and3_1 | 688 | 5.9
buf_2 | 100 | 0.68
a2111o_1 | 49 | 0.75
mux2i_1 | 58 | 0.79
a22oi_1 | 425 | 4.3
a31oi_1 | 70 | 0.60
o21a_1 | 40 | 0.41
o31ai_1 | 115 | 1.2
xnor2_1 | 83 | 0.99
mux2_2 | 145 | 2.2
a2111oi_0 | 148 | 1.8
inv_1 | 156 | 0.80
a211oi_1 | 51 | 0.52
nand3_1 | 334 | 2.3
and4_1 | 34 | 0.41
nand2b_1 | 39 | 0.33
nand2_1 | 1093 | 5.6
nand3b_1 | 34 | 0.35
a221oi_1 | 82 | 0.98
nor2_1 | 488 | 2.5
and2_1 | 53 | 0.45
clkbuf_1 | 630 | 3.2
a21oi_1 | 307 | 2.1
xor2_1 | 47 | 0.56
o21ai_1 | 189 | 1.3
nor2b_1 | 51 | 0.43
dfrtp_1 | 1097 | 37
a22o_1 | 51 | 0.61
==> cell families after synthesis <==
group,synth area share [%]
AND/OR/NAND/NOR,22.0
multiplexers,3.31
XOR/XNOR,1.55
adder cells (fa/ha/maj),3.42
flip-flops,38.6
AND-OR/OR-AND,25.8
buffers and inverters,5.36
==> how the worst max path moves through the flow <==
stage | start | slack [ns] | endpoint | depth (start not counted)
after global routing | mem_rdata_I[22] | 3.12 | mem_addr_D[23] | 28
final | mem_rdata_I[22] | 3.07 | mem_addr_D[23] | 28
after CTS | mem_rdata_I[22] | 3.62 | mem_addr_D[23] | 28
==> critical path: cells and delay by family <==
kind	cells	cell delay, ns
AND/OR/NAND/NOR	7	2.31
adder cells (fa/ha/maj)	1	0.34
AND-OR/OR-AND	11	3.13
buffers and inverters	9	3.68
==> final cells by class <==
cell class                 count  area [um2]
sequential                  1129       28300
clock buffer                 150        3210
tap                         1917        2400
inverter                     163         612
multi-input combinational   6577       41900
clock inverter                73         993
timing repair buffer         541        4480
fill                       12200       63600
antenna                       47         118
==> per-stage QoR <==
step | utilization (%) | std cells | setup slack [ns]
after floorplan | - | 8667 | 7.30
after global placement | 53.4 | 10300 | 3.63
after detailed placement | 53.4 | 10300 | 3.63
after CTS | 56.2 | 10500 | 3.62
after global routing | 56.3 | 10600 | 3.12
final | 56.3 | 10600 | 3.07
==> sequential cells by signal, summed over array words and instances, names as in the netlist <==
signal / count
U5.state: 4
U5.counter: 5
U5.shreg: 64
reg0.mem: 992
PC: 32
U5.alu_in: 32
==> power by group through the flow <==
| stage | logic, mW | clock network (mW) | registers, mW |
|---|---|---|---|
| after CTS | 0.709 | 2.27 | 2.33 |
| after global routing | 0.773 | 2.35 | 2.33 |
| final | 0.749 | 2.29 | 2.34 |
==> metal layers <==
layer  global-route usage (%)  vias up
met1                     69.1    38500
met5                     12.2        -
li1                         -    32100
met4                     50.4       70
met3                     42.0     2671
met2                     78.2     7746
No activity file was given, so power comes from the tool's default toggle rates.
